## flow/design.v

```verilog
module FIFO
#(
  parameter DEPTH=8,
  parameter DATA_WIDTH=8
)
(
  input  clk,
  input  rst_n,
  input  rden,
  input  wren,
  input  [DATA_WIDTH-1:0] i_data,
  output logic [DATA_WIDTH-1:0] o_data,
  output full,
  output empty
);
  logic [$clog2(DEPTH):0] wr_ptr, rd_ptr;
  logic [DATA_WIDTH-1:0] fifo[DEPTH];
  always@(posedge clk) begin
    if(!rst_n) begin
      wr_ptr <= 0;
    end
    else if(wren & !full)begin
      fifo[wr_ptr] <= i_data;
      wr_ptr <= wr_ptr + 1;
    end
  end
  always@(posedge clk) begin
    if(!rst_n) begin
		rd_ptr <= 0;
      o_data <= 0;
    end
    else if(rden & !empty) begin
      o_data <= fifo[rd_ptr];
      rd_ptr <= rd_ptr + 1;
    end
  end
  assign full = ((wr_ptr - rd_ptr) == DEPTH);
  assign empty = (wr_ptr == rd_ptr);
endmodule
```

## flow/run.sh

```bash
#!/bin/bash
# OpenROAD 26Q1-2900-gdf79404cd8, Yosys 0.63+post, stock flow scripts
make -C /OpenROAD-flow-scripts/flow DESIGN_CONFIG=/design/flow/config.mk WORK_HOME=/design/flow/orfs finish
```

## flow/config.mk

```make
export PLATFORM = sky130hd
export DESIGN_NAME = FIFO
export DESIGN_NICKNAME = FIFO
export VERILOG_FILES = /design/flow/design.v
export SDC_FILE = /design/flow/constraint.sdc
export NUM_CORES = 4
export LEC_CHECK = 1
export CORE_UTILIZATION = 30
```

## flow/constraint.sdc

```tcl
current_design FIFO

set clk_period 4.3
set clk_io_pct 0.2

create_clock -name clk0 -period $clk_period [get_ports {clk}]

set non_clock_inputs [all_inputs -no_clocks]
set_input_delay [expr $clk_period * $clk_io_pct] -clock clk0 $non_clock_inputs
set_output_delay [expr $clk_period * $clk_io_pct] -clock clk0 [all_outputs]
```

==> flow_metrics.rpt <==
IMPLEMENTATION SUMMARY REPORT
----------------------------------------------------
[Synth]
  Mapped Avg Cell Area ........................ 16.1 um2
  Register share after synthesis ........................ between 70% and 80%
  Number of synthesized flops with an enable pin ........................ 64
  Ys Warns ........................ 1
  Number of distinct library cells after synthesis ........................ 33
  Area reported by Yosys stat ........................ 0.00320 mm2
  Cells in synth_stat.txt ........................ slightly below 200
  Post-synthesis register bit count ........................ around 80
  Most instantiated flip-flop cell in the synthesis netlist ........................ edfxtp_1
  Cell count after synthesis ........................ ~200
  Library cell with the largest summed area after synthesis ........................ edfxtp_1
  Async set-or-reset flop fraction in the synthesized netlist ........................ 0%
  Most area-consuming cells after synthesis ........................ edfxtp_1 60%, mux4_2 11%, dfxtp_1 10%
  Share of the synthesized area in the top cell type ........................ 60.1%
  Synthesized area ........................ approximately 0.0032 mm2

[Job]
  Tool warnings ........................ 25
  Tally of max-capacitance violations ........................ 0

[Drt]
  Detailed-route vias per instance ........................ between 4 and 5
  Post-detailed-route DRC marker count ........................ 0
  Diode count ........................ 0
  Residual antenna-violating net count after detailed routing ........................ 0
  Via count ........................ 1712
  Iter 0 DRT Violations ........................ ~66
  DRT Pass-1 Iters ........................ 6
  Routed Wire Length ........................ 5860 um
  Routed length per instance ........................ 15.8 um

[Clocking]
  Resize count post-CTS ........................ 0
  Cell chosen for the clock root ........................ clkbuf_8
  Longest Clk Path Bufs ........................ 2
  CTS Buf Count ........................ 9
  Postcts setup bufs ........................ 0
  Source-to-sink clock delay at the later pin of the worst-skew pair ........................ 0.34 ns
  TritonCTS clock tree ........................ built
  Clock sink count ........................ ~80
  Number of buffers inserted for hold repair after clock tree synthesis ........................ 0
  Reg clk slew, reported paths ........................ 0.08 ns
  Maximum level of the CTS H-tree ........................ 3

[Timing]
  Minimum clock period ........................ 3.78 ns
  Final setup TNS ........................ 0 ns
  Worst-margin pin slew ........................ 0.900 ns
  Period Utilization, post-route ........................ 87.9%
  RSZ-0062 raised after global routing ........................ false
  Final worst clock skew ........................ 0.00836 ns
  Worst slew slack as a fraction of its limit ........................ 39.8%
  Highest attainable clock frequency ........................ 265 MHz
  Number of failing setup endpoints in the final timing report ........................ 0
  Final hold vios ........................ 0
  Final Max Slew Viols ........................ 0

[Min path]
  Startpoint of the worst hold path ........................ wr_ptr[3]
  Min-Delay Path Class ........................ flip-flop to flip-flop
  Hold Path Sink ........................ wr_ptr[3]
  Worst hold stages ........................ 2

[Pwr]
  Leak ........................ 1.22 nW
  Peak VDD IR ........................ about 0.00019 V
  Areal power density over the cells ........................ 438 mW/mm2

[Critical path]
  Startpoint of the most critical register-to-register path ........................ rd_ptr[2]
  Worst reg-to-reg setup slack ........................ 1.07 ns
  Length in cells of the worst reg-to-reg path ........................ 8
  Worst Path Max Fanout ........................ 11
  Category of the worst setup path launch point ........................ flip-flop
  Critical Path AT ........................ 2.92 ns
  Type of destination of the critical path ........................ primary output
  Worst endpoint required time ........................ 3.44 ns
  Start-to-end type of the worst setup path ........................ flip-flop to primary output
  Reg-to-reg endpoint ........................ fifo[5][3]

[Placement]
  Number of port buffers ........................ 21
  GPL Wtd Cong ........................ 0.755
  Hpwl dp ........................ 3800 um
  Dpl cell area ........................ about 0.0036 mm2

[Floorplan]
  # IOs ........................ 22
  Horiz. Die Dim ........................ 105 um
  Core Box Area ........................ ~0.010 mm2
  Effective utilization at floorplan ........................ 31.0%
  Die H ........................ 105 um
  Number of core rows ........................ 37
  Chip area ........................ 0.0111 mm2

[Layout]
  Area growth syn-to-layout ........................ 18.6%
  Share of post-route cells with drive strength above 1 ........................ between 10% and 20%
  Design area ........................ 0.00379 mm2
  Number of inserted filler cells in the final layout ........................ between 900 and 1k

[Global route]
  Vias in the first global route ........................ approximately 1.7k
  Largest net degree at the start of global routing ........................ 23
  Aggregate global routing overflow ........................ 0
  Wire length of the first global-routing pass ........................ ~9000 um
  Initial antenna violation count ........................ 0
  Overall Global Routing Usage ........................ 11.7%

[Outcome]
  Run status ........................ complete, no violations

----------------------------------------------------
cells by family (layout without fill, tap and decap cells):
kind of cell / Yosys count / after routing / share of synthesized area, %
flip-flops: 80 / 80 / 70.1
AND/OR/NAND/NOR: 51 / 51 / 7.82
AND-OR/OR-AND: 24 / 24 / 4.73
multiplexers: 18 / 18 / 11.9
buffers and inverters: 17 / 52 / 2.31
adder cells (fa/ha/maj): 6 / 6 / 2.35
XOR/XNOR: 3 / 3 / 0.821
worst max-delay path: stages (launching register included):
cell             delay, ns
dfxtp_1               0.55
clkinv_1              0.36
ha_1                  0.42
or4_4                 0.56
a21oi_4               0.20
clkdlybuf4s50_1       0.48
cell usage after synthesis, types with 2 or more instances:
cell type	count
a31oi_1	8
ha_1	6
inv_1	6
buf_4	2
xnor2_1	3
mux4_2	16
nand2_1	25
nor3_1	4
a21boi_1	2
edfxtp_1	64
nor2_1	4
buf_2	2
o21ai_0	10
mux2i_1	2
dfxtp_1	16
nand4_1	4
or3_1	2
clkbuf_1	5
and2_1	4
routing by layer:
metal / vias to the layer above / GRT usage (%) / wire [um]
met4: 0 / 1.61 / 70
met3: 6 / 5.87 / 532
met2: 68 / 18.0 / 2820
met1: 811 / 16.1 / 2440
met5: - / 0 / 0
li1: 827 / - / -
layout by cell type (no fill, tap or decap), types with 2 or more instances in the layout:
master / count
nand4_1: 4
clkinv_4: 3
dfxtp_1: 16
xnor2_1: 3
a21boi_1: 2
o21ai_0: 10
mux4_2: 16
nor3_1: 4
or3_1: 2
clkbuf_8: 9
nor2_1: 4
mux2i_1: 2
nand2_1: 25
inv_1: 6
buf_4: 8
edfxtp_1: 64
clkinv_1: 2
a31oi_1: 8
ha_1: 6
and2_1: 4
clkdlybuf4s50_1: 21
state kept, by name, indices dropped and copies added (netlist names):
register and cells:
wr_ptr 4, o_data 8, rd_ptr 4, fifo 64
worst max-delay path by stage:
stage,endpoint,startpoint
4_1_cts,full,rd_ptr[2]
5_1_grt,full,rd_ptr[2]
6_report,full,rd_ptr[2]
where the power goes:
part | switching, mW | total, mW | leakage (nW) | internal [mW]
sequential | 0.0178 | 0.883 | 0.709 | 0.865
clock | 0.267 | 0.535 | 0.0968 | 0.268
combinational | 0.113 | 0.245 | 0.410 | 0.132
metrics by stage:
stage                     util [%]  hold WS (ns)  std cells  total power, mW  setup slack, ns
after global routing          36.8         0.533        370             1.74            0.298
after global placement        34.9         0.480        354             1.15            0.962
after detailed placement      34.9         0.486        354             1.15            0.899
final                         36.8         0.497        370             1.66            0.522
after CTS                     36.8         0.499        370             1.69            0.505
after floorplan                  -         0.461        199             1.05             1.10
cell type report:
type / count / area [um2] / share of cell area (%)
Sequential cell: 80 / 2240 / 59.1
Multi-Input combinational cell: 102 / 890 / 23.4
Timing Repair Buffer: 29 / 270 / 7.12
Tap cell: 136 / 170 / 4.48
Clock buffer: 9 / 124 / 3.26
Clock inverter: 7 / 72.6 / 1.91
Inverter: 7 / 26.3 / 0.692
Power and IR drop assume default switching activity.
