--- config.mk ---
export PLATFORM = sky130hd
export DESIGN_NAME = MAC
export DESIGN_NICKNAME = MAC
export VERILOG_FILES = /design/flow/design.v
export SDC_FILE = /design/flow/constraint.sdc
export NUM_CORES = 4
export LEC_CHECK = 1
export CORE_UTILIZATION = 40
--- constraint.sdc ---
current_design MAC

set clk_period 10.7
set clk_io_pct 0.2

create_clock -name clk0 -period $clk_period [get_ports {clk}]

set non_clock_inputs [all_inputs -no_clocks]
set_input_delay [expr $clk_period * $clk_io_pct] -clock clk0 $non_clock_inputs
set_output_delay [expr $clk_period * $clk_io_pct] -clock clk0 [all_outputs]
--- design.v ---
module MAC #
(
parameter DATA_WIDTH = 8
)
(
input clk,
input rst_n,
input En,
input Clr,
input [DATA_WIDTH-1:0] Ain,
input [DATA_WIDTH-1:0] Bin,
output [DATA_WIDTH*3-1:0] Cout
);
    logic [DATA_WIDTH*2-1:0] product_ff;          
    logic [DATA_WIDTH*3-1:0] accumulator;      
    reg [DATA_WIDTH-1:0] ff_Ain, ff_Bin, ffff_Ain, ffff_Bin;
    reg ff_En, ffff_En;
    always_ff @(posedge clk or negedge rst_n) begin
        if (!rst_n) begin
            ff_Ain <= 0;    
            ff_Bin <= 0;  
            ff_En <= 0;   
            ffff_Ain <= 0;  
            ffff_Bin <= 0; 
            ffff_En <= 0;                         
        end else  begin
            ff_Ain <= Ain;    
            ff_Bin <= Bin; 
            ff_En <= En;  
            ffff_Ain <= ff_Ain;  
            ffff_Bin <= ff_Bin; 
            ffff_En <= ff_En;  
        end
    end
     always_ff @(posedge clk or negedge rst_n) begin
        if (!rst_n) begin
            product_ff<= 0;                          
        end else if (ff_En) begin
            product_ff <=  ff_Ain * ff_Bin; 
        end
    end
    always_ff @(posedge clk or negedge rst_n) begin
        if (!rst_n) begin
            accumulator <= 0;                  
        end else if (Clr) begin
            accumulator <= 0;                 
        end else if (ffff_En) begin
            accumulator <= accumulator + product_ff;
        end
    end
    assign Cout = accumulator ;
endmodule
--- run.sh ---
#!/bin/bash
# OpenROAD 26Q1-2900-gdf79404cd8, Yosys 0.63+post, stock flow scripts
make -C /OpenROAD-flow-scripts/flow DESIGN_CONFIG=/design/flow/config.mk WORK_HOME=/design/flow/orfs finish
==> impl_metrics.env <==
# source this file to load flow results
export IMPL_wl_um=10400
export IMPL_final_util=0.493
export IMPL_crit_path_start_kind="flop"
export IMPL_cp_max_fo=8
export IMPL_cts_max_level=3
export IMPL_yosysCellCount=534
export IMPL_fin_crit_ns=4.69
export IMPL_crit_path_end_kind="flop"
export IMPL_max_stage_delay_ns=0.54
export IMPL_die_area_um2=13200
export IMPL_holdBufCountCts=0
export IMPL_postCtsSetupRepairBufs=0
export IMPL_grt_pass1_vias=3756
export IMPL_cts_buffer_depth=2
export IMPL_outcome="finished clean"
export IMPL_hold_path_cell_count=1
export IMPL_worst_ep_required_time_ns=10.92
export IMPL_worst_r2r_endpoint="product_ff[14]"
export IMPL_area_delta_synth_final_pct=18.0
export IMPL_synth_top_area_share=0.284
export IMPL_cp_cell_sequence="nand2_1 -> fa_1 -> fa_1 -> inv_1 -> fa_1 -> inv_1 -> fa_1 -> inv_1 -> ha_1 -> or3_1 -> a41oi_1 -> o21bai_1 -> o311a_1 -> a221o_1"
export IMPL_dr_pass1_iters=4
export IMPL_ys_async_sr_fraction=1.00
export IMPL_p_sw_w=0.000481
export IMPL_tool_warnings=25
export IMPL_gp_congestion=0.866
export IMPL_hold_violations=0
export IMPL_power_density_nw_per_um2=211
export IMPL_maxSlewViolCount=0
export IMPL_r2r_slack_ns=6.01
export IMPL_vias_per_cell=5.30
export IMPL_setup_tns_ns=0
export IMPL_drt_iter0_drc=142
export IMPL_synth_chip_area_um2=5100
export IMPL_synth_area_um2=5100
export IMPL_syn_inst=534
export IMPL_ys_top_cells_by_count="dfrtp_1, inv_1, ha_1"
export IMPL_timing_rr_start="ff_Bin[7]"
export IMPL_synth_main_ff_cell="dfrtp_1"
export IMPL_max_freq_mhz=213
export IMPL_clk_latency_ns=0.33
export IMPL_vias=3957
export IMPL_p_seq_frac=0.245
export IMPL_top_area_cell="dfrtp_1"
export IMPL_rows=40
export IMPL_drt_wirelength_per_cell_um=14.0
export IMPL_fin_area_um2=6020
export IMPL_dieWidth_um=115
export IMPL_clockRootBuffer="clkbuf_16"
export IMPL_grt_met1_usage=0.296
export IMPL_grt_max_degree=59
export IMPL_route_detailed_drc=0
export IMPL_fin_crit_sh=0.439
export IMPL_grt_overflow=0
export IMPL_p_leak_nw=2.83
export IMPL_final_setup_worst_slack_ns=6.01
export IMPL_ir_drop_uv=94.3
export IMPL_grtUsageMet2=0.256
export IMPL_rsz0062_at_grt="false"
export IMPL_dp_hpwl_um=8040
export IMPL_clk_pin_slew_worst_paths_ns=0.05
export IMPL_worst_slew_margin_rel=0.429
export IMPL_cts_tree="yes"
export IMPL_cts_resized_gates=0
export IMPL_p_sw_frac=0.379
export IMPL_initial_core_util=0.418
export IMPL_antenna_cells=0
export IMPL_cap_viol_max_count=0
export IMPL_setup_viol=0
export IMPL_crit_path_frequent_cell="fa_1"
export IMPL_grt_busiest_layer="met1"
export IMPL_finClkSkew_ns=0.00560
export IMPL_yosys_warnings=1
export IMPL_ff2ff_path_depth=14
export IMPL_hold_end="product_ff[6]"
export IMPL_ioPinCount=44
export IMPL_cts_sinks=58
export IMPL_grtUsageMet3=0.0300
export IMPL_cts_inserted_buffers=9
export IMPL_die_h_um=115
export IMPL_top_cells_by_area="dfrtp_1, fa_1, ha_1"
export IMPL_hold_start="product_ff[6]"
export IMPL_synth_seq_cells=58
export IMPL_path_buffers=3
export IMPL_cpMaxStageDelayCell="fa_1"
export IMPL_internal_power_w=0.000789
export IMPL_drive_above_1_share=0.0656
export IMPL_antenna_found_initial=0
export IMPL_cpLargestDelayFamily="adder cells"
export IMPL_synth_top_cell_by_count="dfrtp_1"
export IMPL_synth_distinct_cells=58
export IMPL_postRouteAntennaNets=0
export IMPL_critPathArrivalTime_ns=4.91
export IMPL_postSynthAreaPerCell_um2=9.56
export IMPL_dpl_cell_area_um2=5690
export IMPL_worstSetupPathType="reg2reg"
export IMPL_grt_total_usage=0.178
export IMPL_worst_pin_slew_ns=0.834
export IMPL_power_frac_comb=0.504
export IMPL_postSynthSeqShare=0.284
export IMPL_grt_pass1_wl_um=18100
export IMPL_clockPowerShare=0.251
export IMPL_port_buffers=43
export IMPL_core_um2=12200
export IMPL_hold_path_class="reg2reg"
export IMPL_synth_edff_count=0
export IMPL_pre_cts_ws_ns=6.04
-- layer usage --
layer / part of all wire / wire length, um
met5: 0 / 0
met4: 0.021 / 216
met3: 0.047 / 486
met2: 0.44 / 4640
met1: 0.49 / 5100
-- logic make-up (layout without fill, tap and decap cells) --
kind of cell | count (synthesis) | after routing | synth area share
fa+ha+maj | 89 | 89 | 0.273
buf+inv | 69 | 114 | 0.0530
simple gates | 179 | 179 | 0.183
compound gates | 109 | 109 | 0.148
mux | 18 | 18 | 0.0385
xor+xnor | 12 | 12 | 0.0206
flops | 58 | 58 | 0.284
-- cells in the final DEF, fill, tap and decap left out, types with 18 or more instances in the layout --
cell type	instances
dfrtp_1	58
inv_1	54
a21oi_1	21
ha_1	52
fa_1	37
o21ai_0	18
clkdlybuf4s50_1	42
nand2_1	35
nor2_1	35
and2_1	50
-- metrics by stage --
step           power (W)  std cells  hold WS, ns
2_1_floorplan   0.000800        534        0.372
3_3_place_gp    0.000949        733        0.499
3_5_place_dp    0.000953        733        0.506
4_1_cts          0.00129        747        0.518
5_1_grt          0.00139        747        0.536
6_report         0.00127        747        0.506
-- worst max path at each step --
stage,startpoint,end,cells past startpoint
global route,ff_Bin[7],product_ff[14],14
CTS,ff_Bin[7],product_ff[14],14
finish,ff_Bin[7],product_ff[14],14
-- power groups by stage --
stage / registers [W] / clock network (W) / logic (W)
global route: 0.000319 / 0.000340 / 0.000731
CTS: 0.000312 / 0.000328 / 0.000646
finish: 0.000311 / 0.000319 / 0.000641
-- registers in the layout (all words and copies together) (netlist names) --
name / count
accumulator: 24
product_ff: 16
ff_Ain: 8
ff_Bin: 8
ff_En: 1
ffff_En: 1
-- cell type report --
type                    instances  area, um2
fillers                      1151       6190
multi-input cells             407       3380
flip-flops and latches         58       1450
repair buffers                 46        448
clock buffers                  12        267
well taps                     168        210
inverters                      54        203
clock inverters                 2       60.1
Power figures rest on the tool's default switching activity, not on a simulated workload.
